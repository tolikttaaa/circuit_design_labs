`/design/flow/config.mk`:
```
export PLATFORM = sky130hd
export DESIGN_NAME = accelerator
export DESIGN_NICKNAME = accelerator
export VERILOG_FILES = /design/flow/design.v
export SDC_FILE = /design/flow/constraint.sdc
export NUM_CORES = 4
export LEC_CHECK = 1
export CORE_UTILIZATION = 50
```
`/design/flow/constraint.sdc`:
```
current_design accelerator

set clk_period 7.4
set clk_io_pct 0.2

create_clock -name clk0 -period $clk_period [get_ports {clk_i}]

set non_clock_inputs [all_inputs -no_clocks]
set_input_delay [expr $clk_period * $clk_io_pct] -clock clk0 $non_clock_inputs
set_output_delay [expr $clk_period * $clk_io_pct] -clock clk0 [all_outputs]
```
`/design/flow/design.v`:
```
`timescale 1ns / 1ps
module accelerator(
	input rst_i,
	input clk_i,
	input [7 : 0] a_in,
	input [7 : 0] b_in,
	output busy_out,
	output reg [15 : 0] y_out
);
    reg [7 : 0] a, b;
    reg [1 : 0] state, state_next;
    localparam IDLE = 2'b00;
    localparam WORK1 = 2'b01;
    localparam WORK2 = 2'b10;
    localparam WORK3 = 2'b11;
    wire [2:0] cbrt1_out;
    reg cbrt1_reset;
    wire cbrt1_busy;
    cbrt cbrt1(
        .clk_i(clk_i),
        .rst_i(cbrt1_reset),
        .a_bi(b),
        .busy_o(cbrt1_busy),
        .y_bo(cbrt1_out)
    );
    wire [15:0] mult1_out;
    reg mult1_reset;
    wire mult1_busy;
    mult mult1(
    	.clk_i(clk_i),
    	.rst_i(mult1_reset),
    	.a_bi(a),
    	.b_bi(a),
    	.busy_o(mult1_busy),
    	.y_bo(mult1_out)
    );
    assign busy_out = rst_i | (state != 0);
    always @(posedge clk_i) 
        if (rst_i) begin
            state <= WORK1;
        end else begin
            state <= state_next;
        end
    always @* begin
        case(state)
            IDLE: state_next = IDLE;
            WORK1: state_next = WORK2;
            WORK2: state_next = (mult1_busy | cbrt1_busy) ? WORK2 : WORK3;
            WORK3: state_next = IDLE;
        endcase
    end
    always @(posedge rst_i) begin
    end
    always @(posedge clk_i) begin
        if (rst_i) begin
            a <= a_in;
            b <= b_in;
            y_out <= 0;
            mult1_reset <= 0;
            cbrt1_reset <= 0;
        end else begin
            case (state)
                IDLE:
                    begin
                        y_out <= cbrt1_out + mult1_out;
                    end
                WORK1:
                    begin
                        mult1_reset <= 1;
                        cbrt1_reset <= 1;
                    end
                WORK2:
                    begin
                        if (mult1_busy) begin
                            mult1_reset <= 0;
                        end
                        if (cbrt1_busy) begin
                            cbrt1_reset <= 0;
                        end
                    end
                WORK3:
                    begin
                        y_out <= cbrt1_out + mult1_out;
                    end
            endcase
        end
    end
endmodule
`timescale 1ns / 1ps
module cbrt (
	input clk_i,
	input rst_i ,
	input [7 : 0] a_bi,
	output busy_o,
	output reg [2 : 0] y_bo
);
	localparam IDLE = 3'b000;
	localparam STATE1 = 3'b001;
	localparam STATE2 = 3'b010;
	localparam STATE3 = 3'b011;
	localparam STATE4 = 3'b100;
	localparam STATE5 = 3'b101;
	localparam STATE6 = 3'b110;
	localparam STATE7 = 3'b111;
	reg [7 : 0] a;
	reg [2 : 0] r, m;
	reg [7 : 0] t;
	reg [2 : 0] state;
	reg [2 : 0] state_next;
	reg [7:0] mult2_i1;
    reg [7:0] mult2_i2;
    wire [15:0] mult2_out;
    reg mult2_reset;
    wire mult2_busy;
    mult mult2(
        .clk_i(clk_i),
        .rst_i(mult2_reset),
        .a_bi(mult2_i1),
        .b_bi(mult2_i2),
        .busy_o(mult2_busy),
        .y_bo(mult2_out)
    );
	assign busy_o = rst_i | (state != 0);
	always @(posedge clk_i) 
        if (rst_i) begin
            state <= STATE1;
        end else begin
            state <= state_next;
        end
    always @* begin
        case(state)
            IDLE: state_next = IDLE;
            STATE1: state_next = (m != 0) ? STATE2 : IDLE;
            STATE2: state_next = mult2_busy ? STATE2 : STATE3;
            STATE3: state_next = mult2_busy ? STATE3 : STATE4;
            STATE4: state_next = STATE1;
        endcase
    end
    always @(posedge clk_i) begin
        if (rst_i) begin
            a <= a_bi;
            t <= 0;
            r <= 4;
            m <= 4;
            y_bo <= 0;
            mult2_reset <= 0;
        end else begin
	        case (state)
	            IDLE:
	                begin
                        y_bo <= r;
	                end
	            STATE1:
	                begin
	                   y_bo <= r;
	                   if (|m) begin
	                       mult2_reset <= 1;
	                       mult2_i1 <= r;
	                       mult2_i2 <= r;
	                   end
	                end
	            STATE2:
	                begin
	                    if (mult2_busy) begin
	                        mult2_reset <= 0;
	                    end else begin
	                        mult2_reset <= 1;
	                        mult2_i1 <= mult2_out;
	                        mult2_i2 <= r;
	                    end
	                end
	            STATE3:
	                begin
	                    mult2_reset <= 0;
	                    if (!mult2_busy) begin
	                        if (a == mult2_out) begin
	                            m <= 0;
	                        end else if (a <= mult2_out) begin
	                            r = r - m;
	                        end else begin
	                            r = r + m;
	                        end
	                    end
	                end
	            STATE4:
	                begin
	                    if (m >= 1) begin
	                        m <= m >> 1;
	                    end
	                 end
	        endcase
        end
    end
endmodule
`timescale 1ns / 1ps
module mult (
	input clk_i,
	input rst_i ,
	input [7 : 0] a_bi,
	input [7 : 0] b_bi,
	output busy_o,
	output reg [15 : 0] y_bo
);
	localparam IDLE = 1'b0;
	localparam WORK = 1'b1;
	reg [2 : 0] ctr;
	wire [2 : 0] end_step;
	wire [7 : 0] part_sum;
	wire [15 : 0] shifted_part_sum;
	reg [7 : 0] a, b;
	reg [15 : 0] part_res;
	reg state;
	assign part_sum = a & {8{b[ctr]}} ;
	assign shifted_part_sum = part_sum << ctr ;
	assign end_step = (ctr == 3'h7);
	assign busy_o = rst_i | state;
	always @(posedge clk_i)
		if (rst_i) begin
			ctr <= 0;
			part_res <= 0;
			y_bo <= 0;
			state <= WORK;
			a <= a_bi;
			b <= b_bi;
		end else begin
			case (state)
				IDLE: y_bo <= part_res;
				WORK:
					begin
						if (end_step) begin
							state <= IDLE;
							y_bo <= part_res;
						end
						part_res <= part_res + shifted_part_sum;
						ctr <= ctr + 1;
					end
			endcase
		end
endmodule
```
`/design/flow/run.sh`:
```
#!/bin/bash
# OpenROAD 26Q1-2900-gdf79404cd8, Yosys 0.63+post, stock flow scripts
make -C /OpenROAD-flow-scripts/flow DESIGN_CONFIG=/design/flow/config.mk WORK_HOME=/design/flow/orfs finish
```
==> run notes <==
Latest figures from synthesis and place and route.

The final max-slew violation count recorded for this run is 0. At the pin with the least slew margin, the transition time is 0.867 ns. Recorded from the global router log, the overflow total was 0. The non-filler instance count after layout is 1,112. The peak fanout along the critical path is 37. The logic area is 4170 um2. The required time reported for the critical path endpoint is 5.92 ns. The final non-filler cell area is 9290 um2.

Measured along the x axis, the die boundary spans 130 um. The core utilization at floorplan is 51.3%. The share of cells above drive strength 1 is 6.92%.

In the detailed route, the total length drawn on met2 is 7620 um. The cell with the largest stage delay on the worst path is clkdlybuf4s50_1. The worst voltage drop across the vdd grid is 0.212 mV. The worst setup path is captured at an output pin. In the post-route report, total wirelength is listed as 15,400 um. Across the whole layout, storage elements account for 3770 um2. The gate-level netlist out of Yosys references 67 unique cell types.

The violation tally recorded at the end of detailed-routing iteration 0 is 312. The hold violation total from the final report is 0. The classification of the worst-slack hold path is register to register. Once placement completed, the tool counted placed cells totaling 1,080. The final timing report derives a shortest allowable period of 4.46 ns. The most common flop cell mapped by yosys is dfxtp_1.

The power report shows net switching accounting for 36.3% of the total. The biggest area contributor in the post-synthesis netlist is dfxtp_1. Per the CTS log, the buffer count on the longest clock path is 2.

Per the OpenROAD floorplan log, the area of the core is 15,900 um2. The number of antenna violations at the first check in global routing came to 0. Overall power consumption after layout is estimated at 3.47 mW. The flow ran to the end, and the final reports show no timing, DRC or antenna violations. In this run the layout overhead on the synthesized area is reported as 13.5%.

The main area contributors are dfxtp_1, edfxtp_1, ha_1. Buffers inserted during clock tree synthesis total 17. The net switching power is 1.26 mW. The static leakage power is 3.75 nW. The source of the worst hold timing path is cbrt1.mult2_i1[4]. The headroom to the max-slew limit is 42.2%. Dividing the detail-routed via count by the number of cells gives 5.27. Per the placement log, port buffering inserted 34 buffers. The first global-routing pass estimated 26,000 um of wire. The timer found 3 register pins that no clock reaches; their paths are not timed. Across all stage logs, warnings added up to 29.

The number of design rule violations left after detail routing is 0. Derived from the worst setup path, the maximum achievable clock frequency is 0.224 GHz. The register-to-register setup slack is 3.55 ns. The final report lists the setup-violating endpoint count as 0. The areal power density over the cells is 374 nW/um2. The launching instance or port of the critical path is rst_i. After detailed routing, the wire length on met1 is 7200 um. 3 endpoints have no timing constraint. The share of total power in the clock network is 24.5%.

The commonest cells after synthesis are nor2_1, dfxtp_1, nand2_1. The quantity of gates resized following cts is 0. Combinational cells account for 37.8% of the total power. The met3 wirelength from detailed routing is 441 um.

The area fraction of the largest cell type after synthesis is 25.7%. The area reported by Yosys stat is 8190 um2. The floorplan report gives the top-level pin count as 35. The nature of the critical path startpoint is an input pin. After synthesis the netlist holds a flip-flop and latch count of 162.

The antenna diode count is 0. The timing report gives the biggest stage delay along the critical path as 0.46 ns. The count of H-tree levels built during CTS is 4. The startpoint identified for the worst register-to-register timing path is cbrt1.mult2.ctr[0]. Detailed placement ended at an HPWL of 11,100 um. The overall via count from detail_route is 5,860. The floorplan die area is 16,900 um2. The count of buffers added by post-CTS timing repair for setup is 0.

The TritonCTS clock tree is done. The vertical die dimension is 130 um. The cell area that synthesis handed to floorplanning was 8190 um2. Cell internal power was estimated by the tool at 2.21 mW. Per the post-route antenna check, the number of violating nets is 0.

The number of cells produced by synthesis is 858. The routed wire length per instance is 13.9 um. Entering global routing, the biggest net connects 48 pins.

After layout, the worst path uses 60.2% of the clock period. In the final run the clock tree shows a worst skew of 0.00859 ns. The yosys warning tally is 3. In the final timing run, aggregate negative setup slack is 0 ns. Setup repair after global routing left no endpoint under its margin. Max-cap violations in this run came to 0. The via count of the first global-routing pass came to 5,491. At the later pin of the worst-skew pair, clock insertion delay measures 0.41 ns. The most numerous cell type found on the critical path is clkdlybuf4s50_1. The arrival time of data at the critical path endpoint is 2.98 ns. The cts-stage hold buffer count is 0. The sequential power share is 37.7%.

The critical path goes through clkdlybuf4s50_1 > buf_4 > nand2b_1 > clkdlybuf4s50_1. The post-synth tally of flip-flops with integrated enable is 54. The clock-pin slew reported for the worst setup and hold paths after clock tree synthesis is 0.06 ns. Summed over all routing layers, the global router reports a total usage of 20.4%.

The routability congestion estimate is 0.859. The total iterations of the first detailed-routing run is 4. The critical path class is input pin to output pin. The layout filler cell count is 1,344.

The async set or reset register ratio after synthesis is 0%. After synthesis, the mean cell area works out to 9.54 um2. The cell count in the Yosys report is 858.

Per the CTS log, the root buffer master is clkbuf_16. The top layer used by detailed routing is met4. The floorplan has 46 rows.

The dominant cell by count in the synthesized netlist is nor2_1. The post-detailed-placement cell area is 8710 um2.
-- placed cells by master (no fill, tap or decap), types with 5 or more instances in the layout --
cell type and instances:
a211oi_1 14, a21o_1 14, a21oi_1 79, and3_1 5, buf_4 8, clkbuf_16 17
clkdlybuf4s50_1 34, conb_1 5, dfxtp_1 105, edfxtp_1 54, ha_1 53, inv_1 25
mux2_2 8, mux2i_1 39, nand2_1 105, nand2b_1 14, nand3_1 9, nor2_1 109
nor2b_1 17, nor3_1 20, o211ai_1 6, o21ai_0 21, o21ai_1 6, xnor2_1 25
xor2_1 12
-- registers in the layout, summed over array words and instances (netlist names), 16 cells and up --
register              count
cbrt1.mult2.part_res     16
cbrt1.mult2.y_bo         16
mult1.part_res           16
mult1.y_bo               16
y_out                    16
-- area by class of cell --
class                      count  share of cell area, %
multi-input combinational    634                   44.9
sequential                   162                   40.6
clock buffer                  19                   4.77
timing repair buffer          42                   4.31
tap                          216                   2.91
clock inverter                13                   1.50
inverter                      26                   1.05
-- worst paths after layout --
kind | to | cells past startpoint
setup / recovery | busy_out | 4
setup reg to reg | cbrt1.mult2.part_res[13] | 13
hold / removal | cbrt1.mult2.a[4] | 0
hold reg to reg | cbrt1.mult2.a[4] | 0
-- cells by family (layout without fill, tap and decap cells) --
logic type	Yosys count	after routing	share of synthesized area [%]
AND/OR/NAND/NOR	307	307	17.0
AND-OR/OR-AND	176	176	13.6
flip-flops	159	159	45.5
buffers and inverters	66	100	3.21
adder cells (fa/ha/maj)	57	57	9.08
multiplexers	52	52	7.11
XOR/XNOR	37	37	3.96
latches	3	3	0.550
other	1	5	0.0458
-- through the flow --
step                worst slack (ns)  hold WS [ns]  utilization, %
finish                          2.94         0.415            58.3
global route                    2.85         0.420            58.3
CTS                             2.92         0.418            58.3
detailed placement              2.92         0.405            54.6
global placement                2.96         0.401            54.6
floorplan                       4.05         0.400               -
-- worst max-delay path, delay by kind of cell --
family	cells	cell delay, ns
AND/OR/NAND/NOR	1	0.17
buffers and inverters	3	1.31
-- layer usage --
layer	GRT usage, %	vias up
met1	30.1	2720
met4	2.05	0
met3	3.09	8
li1	-	3070
met2	34.5	62
met5	0	-
-- power by group through the flow --
stage | logic (mW) | clock network (mW) | registers [mW]
after CTS | 1.32 | 0.873 | 1.31
after global routing | 1.50 | 0.908 | 1.35
final | 1.31 | 0.850 | 1.31
No activity file was given, so power comes from the tool's default toggle rates.
